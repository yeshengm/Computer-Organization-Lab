--- /design/flow/config.mk ---
export PLATFORM = sky130hd
export DESIGN_NAME = dataMemory
export DESIGN_NICKNAME = dataMemory
export VERILOG_FILES = /design/flow/design.v
export SDC_FILE = /design/flow/constraint.sdc
export NUM_CORES = 4
export LEC_CHECK = 1
export CORE_UTILIZATION = 50
--- /design/flow/constraint.sdc ---
current_design dataMemory

set clk_period 24.6
set clk_io_pct 0.2

create_clock -name clk0 -period $clk_period [get_ports {clk}]

set non_clock_inputs [all_inputs -no_clocks]
set_input_delay [expr $clk_period * $clk_io_pct] -clock clk0 $non_clock_inputs
set_output_delay [expr $clk_period * $clk_io_pct] -clock clk0 [all_outputs]
--- /design/flow/design.v ---
`timescale 1ns / 1ps
module dataMemory(
  clk,
  address,
  writeData,
  memWrite,
  memRead,
  readData
  );
  input clk;
  input [31:0] address;
  input [31:0] writeData;
  input memWrite;
  input memRead;
  output reg [31:0] readData;
  reg [31:0] memFile[8:0];
  initial begin
    memFile[0] = 0;
    memFile[1] = 1;
    memFile[2] = 2;
    memFile[3] = 3;
    memFile[4] = 4;
    memFile[5] = 5;
    memFile[6] = 6;
    memFile[7] = 7;
  end
  always @ (memRead or memWrite or address) begin
    if (memRead == 1) readData = memFile[address];
	end
  always @ (negedge clk) begin
	  if (memWrite) 
      memFile[address] = writeData;
		if (memRead)
      readData = memFile[address];
	 end
endmodule
--- /design/flow/run.sh ---
#!/bin/bash
# OpenROAD 26Q1-2900-gdf79404cd8, Yosys 0.63+post, stock flow scripts
make -C /OpenROAD-flow-scripts/flow DESIGN_CONFIG=/design/flow/config.mk WORK_HOME=/design/flow/orfs finish
==> summary.txt <==
Flow results follow.

The summed standard-cell area reported by yosys is 0.0164 sq mm. The flow did not finish. Per the run summary, the flow got no further than 1_2_yosys. The distinct cell type count after synthesis is 68. The tool reported: "ERROR: Found 32 problems in 'check -assert'". The area fraction of the largest cell type after synthesis is 0.352. The synthesis log from Yosys contains 2 warnings. The cell total in the yosys stat output is 1452. Sorting the synthesized cells by area gives the leading types as dfxtp_1, mux2_2, mux2i_1. The top flip-flop cell by instance count after synthesis is dfxtp_1. The library cell with the largest summed area after synthesis is dfxtp_1.

The fraction of registers with async set or reset after synthesis is 0. The count of library flops with an enable pin is 32. The number of synthesized register bits is 352.
[kinds of logic after synthesis]
group | synth area share
multiplexers | 0.263
AND-OR/OR-AND | 0.153
flip-flops | 0.411
buffers and inverters | 0.0719
AND/OR/NAND/NOR | 0.0709
latches | 0.0294
XOR/XNOR | 0.00107
[synthesized netlist by cell type, drive strengths merged (30+ instances only)]
library cell	n
and2	30
a21oi	30
nand2	34
a32oi	33
dfxtp	288
nand2b	32
nor2	31
edfxtp	32
a22oi	33
a221oi	62
mux2	260
clkbuf	39
inv	34
o21ai	32
mux2i	126
o22ai	32
dlxtp	32
buf	121
