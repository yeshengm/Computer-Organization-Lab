==> design.v <==
`timescale 1ns / 1ps
module instMem(
  addr,
  clk,
  reset,
  inst
  );
  input [31:0] addr;
  input clk;
  input reset;
  output reg [31:0] inst;
  reg [7:0] memBuf[0:50];
	 initial 
	   begin
       memBuf[0] = 8'b10001100;
       memBuf[1] = 8'b00000000;
       memBuf[2] = 8'b00000000;
       memBuf[3] = 8'b00000000;  
       memBuf[4] = 8'b00010000;
       memBuf[5] = 8'b00000000;
       memBuf[6] = 8'b00000000;
       memBuf[7] = 8'b00000000;  
	     memBuf[8] = 8'b10001100;
       memBuf[9] = 8'b00000000;
       memBuf[10] = 8'b00000000;
       memBuf[11] = 8'b00000000;  
       memBuf[12] = 8'b10001100;
       memBuf[13] = 8'b00000000;
       memBuf[14] = 8'b00000000;
       memBuf[15] = 8'b00000000;  
       memBuf[16] = 8'b10001100;
       memBuf[17] = 8'b00000001;
       memBuf[18] = 8'b00000000;
       memBuf[19] = 8'b00000001;  
       memBuf[20] = 8'b10001100;
       memBuf[21] = 8'b00000010;
       memBuf[22] = 8'b00000000;
       memBuf[23] = 8'b00000010;  
       memBuf[24] = 8'b00000000;
       memBuf[25] = 8'b00000000;
       memBuf[26] = 8'b00000000;
       memBuf[27] = 8'b00000000;  
       memBuf[28] = 8'b00000000;
       memBuf[29] = 8'b00000000;
       memBuf[30] = 8'b00000000;
       memBuf[31] = 8'b00000000;  
       memBuf[32] = 8'b00000000;
       memBuf[33] = 8'b00000000;
       memBuf[34] = 8'b00000000;
       memBuf[35] = 8'b00000000;  
       memBuf[36] = 8'b00000000;
       memBuf[37] = 8'b00100010;
       memBuf[38] = 8'b00011000;
       memBuf[39] = 8'b00100000;  
       memBuf[40] = 8'b00000000;
       memBuf[41] = 8'b01000001;
       memBuf[42] = 8'b00011000;
       memBuf[43] = 8'b00100010;  
       memBuf[44] = 8'b00000000;
       memBuf[45] = 8'b01000001;
       memBuf[46] = 8'b00011000;
       memBuf[47] = 8'b00100101;  
       memBuf[48] = 8'b00000000;
       memBuf[49] = 8'b01000001;
       memBuf[50] = 8'b00011000;
       memBuf[51] = 8'b00100100;  
	   end	  
	 always @ (addr)
	 begin
	   if (reset == 0) 
       inst = { memBuf[addr], memBuf[addr+1], memBuf[addr+2], memBuf[addr+3] };
		 else 
       inst = 0;
	 end
endmodule
==> run.sh <==
#!/bin/bash
# OpenROAD 26Q1-2900-gdf79404cd8, Yosys 0.63+post, stock flow scripts
make -C /OpenROAD-flow-scripts/flow DESIGN_CONFIG=/design/flow/config.mk WORK_HOME=/design/flow/orfs finish
==> config.mk <==
export PLATFORM = sky130hd
export DESIGN_NAME = instMem
export DESIGN_NICKNAME = instMem
export VERILOG_FILES = /design/flow/design.v
export SDC_FILE = /design/flow/constraint.sdc
export NUM_CORES = 4
export LEC_CHECK = 1
export CORE_AREA = 10 10 83 83
export DIE_AREA = 0 0 93 93
==> constraint.sdc <==
current_design instMem

set clk_period 2.6
set clk_io_pct 0.2

create_clock -name clk0 -period $clk_period

set non_clock_inputs [all_inputs -no_clocks]
set_input_delay [expr $clk_period * $clk_io_pct] -clock clk0 $non_clock_inputs
set_output_delay [expr $clk_period * $clk_io_pct] -clock clk0 [all_outputs]
==> run notes <==
run results: Final Non-Filler Cells=367, failing checks=negative setup slack, Post-Synthesis Cells=183, Setup crit start=addr[1], area reported by Yosys stat=around 1200 um^2, critical-path maximum fanout=5, DRC Markers=0, largest net degree at the start of global routing=16, critical path's top delay family=buffers and inverters, CP max stage delay=0.46 ns, sink of the worst hold path=inst[25], Buf/Inv on CP=2, setup TNS=-0.200 ns, Setup CP Type=primary input to output pin, GRT Util Overall=11.6%, ANT nets after route=0, leak pwr=1.35 nW, Design Area, Final=about 2800 um^2, Min-Delay Startpoint=addr[0], Max Cap Viol=0, synth warn=1, Power Dens Cells=around 180 nW/um^2, Hold WC Path Type=primary input to output pin, GRT met2 Usage=19.2%, Port Buffer Count=39, post-detail-place hpwl=roughly 3.8 mm, Most Crowded Layer GR=met2, Worst path slowest cell=clkdlybuf4s50_1, distinct lib cells=59, hold slack=1.58 ns, CORE AREA=5140 um^2, fin crit period=2.72 ns, Slew @ Worst Pin=0.432 ns, GRT Residual Overflow=0, Area Overhead vs Synth=135%, period utilization=105%, via/cell ratio=5.25, clock buf count=0, Die ar.=8650 um^2, row count=26, placed cell areas=2110 um^2, drt first-iter violations=165, first drt pass iteration count=4, initial antenna violation count=0, # Cells Yosys=183, Post-Place Worst Slack=-0.876 ns, Rel. slew slack=71.2%, Inst Count DP=344, Avg Synthesized Cell Area=around 6.6 um^2, met1 usage=between 10% and 20%, flop count=0, Startpoint Class=primary input, Hold Vio Cnt, Final=0, Setup Viol. Count Final=3, GPL Wtd Cong=0.868, share of layout cells above drive strength 1=around 63%, nature of the critical path endpoint=output pin, post-synthesis cell area=roughly 1200 um^2, Detailed Route WL=6.06 mm, hold path depth=5, first-pass GRT wire length=8.73 mm, hold buffers post-CTS=0, Log Warnings=67, crit-path cells=buf_12 > ha_4 > nand3_2 > xnor2_2 > or4_4 > o21ai_2 > a21o_1 > clkdlybuf4s50_1, sequential element share of the synthesized area=0%, Fillers=around 420, Vias=~1.9k, register area=0 um^2, max-slew violation count=0, VDD IR max=0.000102 V, PnR worst setup slack=-0.123 ns, Crit path required time=2.08 ns, Die W=93 um, CP Data Arrival Time=2.20 ns, unrepaired setup endpoints after global routing=true, met3 global-route usage=between 1.5 and 2%, fmax=0.367 GHz, Floorplan Utilization=23.4%, vias in the first global route=1,777, Diodes inserted=0, Avg WL per Cell=16.5 um, Ports=66, die height=93 um, status=finished with violations
[per-layer routing]
metal  part of all wire (%)  vias to the layer above
li1                       -                      910
met5                      0                        -
met2                     47                       81
met4                   0.17                        0
met3                    7.6                        2
met1                     46                      933
[cells in the mapped netlist, types with 2 or more instances]
master | count | area share [%]
xnor2_1 | 6 | 4.4
nor2_1 | 15 | 4.7
o21ai_1 | 4 | 1.7
or4_1 | 2 | 1.2
a22oi_1 | 2 | 1.2
inv_2 | 2 | 0.62
nand3b_1 | 2 | 1.2
nor4_1 | 4 | 2.1
clkbuf_1 | 6 | 1.9
o22ai_1 | 2 | 1.0
a211oi_1 | 3 | 1.9
nor3_1 | 8 | 3.3
inv_1 | 5 | 1.6
a21o_1 | 3 | 1.9
o21ai_0 | 4 | 1.7
a21oi_1 | 16 | 6.6
a31oi_1 | 4 | 2.1
buf_4 | 3 | 1.9
nor2b_1 | 4 | 2.1
nand4b_1 | 2 | 1.5
nand3_1 | 8 | 3.3
nand2_1 | 17 | 5.3
nand4_1 | 3 | 1.6
a21boi_1 | 2 | 1.2
ha_1 | 8 | 8.3
nand3_2 | 2 | 1.7
buf_2 | 5 | 2.1
xnor2_2 | 4 | 5.4
and3_1 | 3 | 1.6
xor2_1 | 5 | 3.6
[worst max path at each step]
stage / endpoint / cells after the start / slack, ns
global route: inst[8] / 8 / -0.23
CTS: inst[8] / 7 / -0.20
finish: inst[8] / 8 / -0.12
[repair_timing]
item                                    in CTS  in global routing
gates resized                              100                 95
endpoints found under the setup margin      32                 27
pin swaps                                   30                 38
buffers inserted                            13                 11
gates cloned                                 1                  0
[worst min-delay path: cells and delay by family]
| kind | cells | cell delay [ns] |
|---|---|---|
| buf+inv | 3 | 0.40 |
| simple gates | 1 | 0.08 |
| compound gates | 1 | 0.06 |
[where the power goes]
group	leakage (nW)	internal, mW	switching, mW
registers	0	0	0
clock network	0	0	0
logic	1.35	0.267	0.246
total	1.35	0.267	0.246
[through the flow]
stage | util, % | total power, mW
after global placement | 41.0 | 0.351
after global routing | 55.1 | 0.547
final | 55.1 | 0.513
after detailed placement | 41.0 | 0.351
after CTS | 47.6 | 0.418
after floorplan | - | 0.166
[cell type report]
| class | instances | area (um^2) | share of cell area [%] |
|---|---|---|---|
| well taps | 70 | 87.6 | 3.09 |
| multi-input cells | 160 | 1570 | 55.5 |
| repair buffers | 130 | 1130 | 40.1 |
| inverters | 7 | 36.3 | 1.28 |
[cell families (layout without fill, tap and decap cells)]
logic type	Yosys count	in the layout	share of synthesized area [%]
simple gates	78	78	34.5
compound gates	58	58	33.2
buf+inv	23	137	9.24
xor+xnor	16	16	14.7
fa+ha+maj	8	8	8.31
[placed cells by master (no fill, tap or decap), drive strengths merged, types with 3 or more instances in the layout]
master | netlist | routed
and3 | 3 | 3
a21oi | 17 | 17
clkbuf | 6 | 7
dlygate4sd2 | 0 | 5
o21ai | 9 | 9
nand3 | 10 | 10
clkdlybuf4s50 | 0 | 7
nor2b | 4 | 4
xor2 | 6 | 6
ha | 8 | 8
xnor2 | 10 | 10
nand2 | 17 | 17
nor2 | 16 | 16
nand4 | 3 | 3
a31oi | 4 | 4
nor3 | 8 | 8
nor4 | 5 | 5
buf | 10 | 100
a21o | 3 | 3
inv | 7 | 7
a211oi | 3 | 3
dlymetal6s2s | 0 | 11
Power is estimated from default activity; no workload was simulated.
