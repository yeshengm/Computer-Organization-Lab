==> flow/design.v <==
`timescale 1ns / 1ps
module Alu(
    input1,
    input2,
    aluCtr,
    zero,
    aluRes
    );
    input [31:0] input1;
    input [31:0] input2;
    input [3:0] aluCtr;
    output zero;
    output [31:0] aluRes;
    reg zero;
	 reg [31:0] aluRes;
	 always @ (input1 or input2 or aluCtr)
	 begin
	 case (aluCtr)
	 4'b0000:   
	     aluRes = input1 & input2;
	 4'b0001:   
	     aluRes = input1 | input2;
	 4'b0010:   
	     aluRes = input1 + input2;
	 4'b0110:   
	     aluRes = input1 - input2;
	 4'b0111:   
		  begin
		  aluRes = input1 - input2;
	     if (aluRes[31] == 0) aluRes = 0;
		  else aluRes = 1;
	     end
	 4'b1100:   
	     aluRes = ~(input1 | input2);
	 default:
	     aluRes = 0;
	 endcase
	 if (aluRes == 0) zero = 1;
	 else zero = 0;
	 end
endmodule
==> flow/run.sh <==
#!/bin/bash
# OpenROAD 26Q1-2900-gdf79404cd8, Yosys 0.63+post, stock flow scripts
make -C /OpenROAD-flow-scripts/flow DESIGN_CONFIG=/design/flow/config.mk WORK_HOME=/design/flow/orfs finish
==> flow/config.mk <==
export PLATFORM = sky130hd
export DESIGN_NAME = Alu
export DESIGN_NICKNAME = Alu
export VERILOG_FILES = /design/flow/design.v
export SDC_FILE = /design/flow/constraint.sdc
export NUM_CORES = 4
export LEC_CHECK = 1
export CORE_UTILIZATION = 40
==> flow/constraint.sdc <==
current_design Alu

set clk_period 24.2
set clk_io_pct 0.2

create_clock -name clk0 -period $clk_period

set non_clock_inputs [all_inputs -no_clocks]
set_input_delay [expr $clk_period * $clk_io_pct] -clock clk0 $non_clock_inputs
set_output_delay [expr $clk_period * $clk_io_pct] -clock clk0 [all_outputs]
==> Changelog: implementation <==
### Physical design

* Share of layout cells above drive strength 1 at 0.0410
* Unrepaired setup endpoints after global routing: no
* Top cells, area: ha_1 22%, nor2_1 6.5%, a21oi_1 6.2%
* I/O pin cnt at about 100
* FP Util at 0.414
* Vias in the first global route at 6236
* OpenROAD warnings at approximately 100
* Final setup fails at 0
* Leading area contributor after synthesis: ha_1
* Pins over their slew limit at 0
* Sequential fraction of the synthesis area at 0
* Hold slack at about 11 ns
* Total track usage at 0.286
* Cycle use final at 0.601
* Synthesized area at ~5800 µm²
* DRC Markers at 0
* Final hold viol count at 0
* Chip Area, Yosys at about 5800 µm²
* Leak pwr at about 3.0 nW
* Wire length per cell at approximately 19 µm
* Worst VDD drop at about 0.01 mV
* Post-Syn Instances at 895
* Max_cap viols at 0
* CP Depth at 15
* Non-Filler Instances at approximately 1.1k
* Initial drt markers at a little over 600
* Detailed Routing Iterations Pass 1 at 6
* Dpl cells at 1131
* Core ar. at between 10000 and 15000 µm²
* First-pass GRT wire length at 33500 µm
* CP delay by family, top: AND-OR/OR-AND gates
* Routed vias at between 6k and 7k
* Die X-Extent at between 100 and 150 µm
* Detail Route Antenna Nets at 0
* Detailed Place HPWL at 16800 µm
* Setup crit start: input1[1]
* Yosys warns at 1
* Slowest cell on crit path: a31oi_1
* Slew @ Worst Pin at 0.740 ns
* Largest net degree at the start of global routing at 30
* Peak per-stage delay on the critical path at approximately 0.57 ns
* Die Area at between 15000 and 20000 µm²
* Worst Path Max Fanout at 4
* Routed wire length at roughly 21000 µm
* Top-area cell share at 0.215
* Pwr dens at between 20 and 25 nW/µm²
* Reg area at 0 µm²
* Routed vias/inst at roughly 6
* FP Rows at ~43
* N_diodes at 0
* Syn_area_per_cell at 6.49 µm²
* Combinational gate area at between 5000 and 6000 µm²
* CP dominant cell by count: clkdlybuf4s50_1
* Yosys stat cell total at 895
* Min Tclk post-route at roughly 15 ns
* Rel. slew slack at 0.499
* Area growth, synth to finish at 18.4%
* Buffers on Ports at roughly 100
* Distinct cell type count after synthesis at ~80
* Post-CTS Resized at 0
* Cell Chain, Critical Path: clkdlybuf4s50_1 -> inv_1 -> ha_1 -> a211oi_1 -> o21ai_1 -> a21oi_1 -> o21ai_0 -> a31oi_1 -> o31ai_1 -> o211ai_1 -> a21o_1 -> nor4bb_1 -> nand4b_1 -> nor4_2 -> clkdlybuf4s50_1
* Endpoint class of the critical path: primary output
* Gp weighted congestion at slightly above 1
* Critical path required time at a little under 20 ns
* Die Ht at between 100 and 150 µm
* Setup CP Type: input port to primary output
* Final-layout clock buffer total at 0
* Crit path to: zero
* Hold-fix buffers, CTS at 0
* Flops at 0
* Arr. time, crit path at 9.71 ns
* Setup_tns at 0 ns
* HP Class: input port to primary output
* Status: complete, no violations
* Worst Path Buf+Inv at 3
* Filler Cells Inserted at between 1k and 1.5k
* CP Launch Type: input port
* Max Clk Rate at 68.8 MHz
* Initial antenna violation count at 0
* Total congestion overflow at 0
* Post-CTS setup buffer count at 0
==> report_power, final <==
part           total (mW)  switching [mW]  internal (mW)
clock network           0               0              0
logic               0.159          0.0912         0.0682
registers               0               0              0
total               0.159          0.0912         0.0682
==> cell families after synthesis <==
logic type                 count (synthesis)  synth area share
and+or+nand+nor                          315             0.268
buffers and inverters                    149             0.104
xor gates and xnor gates                   1           0.00151
adders and majority gates                102             0.222
AOI/OAI and AO/OA                        323             0.395
muxes                                      5           0.00905
==> metrics by stage <==
stage          setup slack [ns]  instance area [µm²]   util  total power [mW]
2_1_floorplan             11.82                 5810      -            0.0969
3_3_place_gp               9.84                 6880  0.490             0.157
3_5_place_dp               9.85                 6880  0.490             0.156
4_1_cts                    9.85                 6880  0.490             0.157
5_1_grt                    9.43                 6880  0.490             0.174
6_report                   9.65                 6880  0.490             0.159
==> worst min-delay path by stage <==
stage,to,depth (start not counted),startpoint,slack (ns)
5_1_grt,aluRes[1],4,input2[1],11.02
4_1_cts,aluRes[1],4,input2[1],10.97
6_report,aluRes[1],4,input2[1],10.96
==> routing by layer <==
layer / track usage / part of all wire
met3: 0.0422 / 0.090
met1: 0.440 / 0.47
met5: 0 / 0
met2: 0.421 / 0.42
met4: 0.0511 / 0.018
==> synth_stat cells, types with 11 or more instances <==
cell type    n
a221o_1     14
a221oi_1    25
o211ai_1    14
nor4_1      15
nor2_1     100
a211oi_1    13
clkbuf_1    29
a21o_1      16
nand4_1     11
inv_1       91
o31ai_1     11
ha_1       100
nor2b_1     11
nand3_1     19
o21ai_0     40
nand2b_1    13
a21oi_1     72
buf_2       16
nand2_1     75
nor3_1      22
==> area by class of cell <==
class                           instances  share of cell area
Timing Repair Buffer                  109               0.156
Tap cell                              180              0.0328
Multi-Input combinational cell        746               0.759
Inverter                               96              0.0524
==> cells in the final DEF (no fill, tap or decap), types with 11 or more instances in the layout <==
cell,synthesis,routed
a211oi_1,13,13
a21o_1,16,16
a21oi_1,72,72
a221o_1,14,14
a221oi_1,25,25
clkdlybuf4s50_1,0,101
ha_1,100,100
inv_1,91,91
nand2_1,75,75
nand2b_1,13,13
nand3_1,19,19
nand4_1,11,11
nor2_1,100,100
nor2b_1,11,11
nor3_1,22,22
nor4_1,15,14
o211ai_1,14,14
o21ai_0,40,40
o31ai_1,11,11
Power figures rest on the tool's default switching activity, not on a simulated workload.
